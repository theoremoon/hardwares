===== ./config.mk =====
export PLATFORM = sky130hd
export DESIGN_NAME = registers
export DESIGN_NICKNAME = registers
export VERILOG_FILES = /design/flow/design.v
export SDC_FILE = /design/flow/constraint.sdc
export NUM_CORES = 4
export LEC_CHECK = 1
export CORE_UTILIZATION = 30

===== ./constraint.sdc =====
current_design registers

set clk_period 6.9
set clk_io_pct 0.2

create_clock -name clk0 -period $clk_period [get_ports {clk}]

set non_clock_inputs [all_inputs -no_clocks]
set_input_delay [expr $clk_period * $clk_io_pct] -clock clk0 $non_clock_inputs
set_output_delay [expr $clk_period * $clk_io_pct] -clock clk0 [all_outputs]

===== ./design.v =====
module registers #(
    parameter N = 32,  
    parameter M = 2   
)(
    input clk,  
    input [M-1:0] r1,   
    input [M-1:0] r2,   
    input [M-1:0] w1,   
    input [N-1:0] mask,  
    input wf,   
    input [N-1:0] w,   
    output [N-1:0] v1,  
    output [N-1:0] v2  
);
    reg [N-1:0] regs[2**M-1:0];  
    integer i;
    initial begin
        for (i = 0; i < 2**M; i++) begin
            regs[i] = 0;
        end
    end
    assign v1 = (r1 == 0) ? 0 : regs[r1];
    assign v2 = (r2 == 0) ? 0 : regs[r2];
    always @(posedge clk) begin
        if (wf == 1'b1) begin
            regs[w1] <= (regs[w1]&(~mask))|(w&mask);
        end
    end
endmodule

===== ./run.sh =====
#!/bin/bash
# OpenROAD 26Q1-2900-gdf79404cd8, Yosys 0.63+post, stock flow scripts
make -C /OpenROAD-flow-scripts/flow DESIGN_CONFIG=/design/flow/config.mk WORK_HOME=/design/flow/orfs finish

==> results_slide.txt <==
Run Summary

Drt
  • Number of vias after detailed routing: approximately 4800
  • Number of antenna diodes: 0
  • Post-DRT Antenna Nets: 0
  • Initial drt markers: between 300 and 400
  • First-pass iteration count of the detailed router: 25
  • Number of vias per cell after detailed routing: about 5.3
  • Mean routed wirelength per cell: approximately 20 um
  • DRC Markers: 0
  • Aggregate routed wire length: between 15 and 20 mm

Setup path
  • CP required: about 5.5 ns
  • Worst-case register-to-register setup slack: ~5.5 ns
  • Launching element type of the critical path: input pin
  • WS Path Type: input pin to primary output
  • Capturing point of the worst reg2reg path: regs[3][24]
  • Critical register-to-register path startpoint: regs[0][24]
  • Max Fanout on Critical Path: 33
  • Depth of the worst register-to-register path: 3
  • Critical Path AT: about 3.6 ns
  • CP endpoint kind: primary output

Floorplanning
  • Initial core utilization: 30.83%
  • Chip area: 23240 um2
  • Core box area: 22030 um2
  • Cell row count: about 54
  • Ports placed on the boundary: 136
  • Die H: about 150 um
  • Width of the die: between 150 and 200 um

Hold path
  • Worst min-delay path category: flip-flop to flip-flop
  • Cell count of the worst hold path: 2
  • Source of the worst hold timing path: regs[1][9]
  • Worst Hold Endpoint: regs[0][9]

Outcome
  • Run status: complete, no violations

Job
  • Number of warnings in the stage logs: 25
  • Count of max-cap constraint violations: 0

Layout
  • Final standard cell count with taps included and fillers excluded: a little over 900
  • Synthesis-to-finish area growth: 30.58%
  • Final core occ: between 40% and 50%
  • Largest register FFs: between 100 and 150
  • Largest registers: regs (128)
  • Register with the most flip-flops: regs
  • Flip-flop and latch area: 3844 um2
  • Most common logic cells in the final layout: clkdlybuf4s50_1 (129), edfxtp_1 (128), mux2_2 (64)
  • Logic area: roughly 2600 um2
  • Share of cells above drive strength 1: a little under a fifth
  • Most common logic cell in the routed design: clkdlybuf4s50_1
  • Fill cell count: between 2000 and 2500

Timing
  • Post-route minimum period: between 4 and 5 ns
  • Crit path setup slack, layout: ~2.0 ns
  • Max_slew headroom: about 45%
  • Setup total negative slack: 0 ns
  • Number of endpoints with negative hold slack in the final report: 0
  • Transition time at the pin with the least slew margin: 0.8189 ns
  • Max Freq: approximately 0.20 GHz
  • Worst clock skew: 0.006178 ns
  • Final number of max-transition violations: 0
  • Final period utilization: a little under three quarters
  • Setup repair after global routing missed its margin: no
  • Setup-failing EPs final: 0

GRT
  • Pin count of the biggest net entering global routing: ~69
  • Via count of the first global-routing pass: 5173
  • Grt ovf: 0
  • Initial antenna violation count: 0
  • Wire length of the first global-routing pass: between 20 and 30 mm
  • Overall fraction of global-route tracks in use: between 15 and 20%

Power and ir drop
  • Pleak: 0.003126 uW
  • Power per standard cell area: between 200 and 250 nW/um2
  • IR Drop Worst-Case VDD: 0.1551 mV

Yosys
  • Synth unique cells: 21
  • Fraction of the yosys area taken by sequential cells: a little under three fifths
  • Total cell area reported by yosys after synthesis: slightly below 7000 um2
  • Post-Syn Area: slightly below 7000 um2
  • Post-synthesis register bit count: 128
  • Yosys cell count: between 400 and 500
  • Number of warning messages in the yosys log: 1
  • Syn_area_per_cell: between 10 and 15 um2
  • Synth Instances: ~500

Clock tree
  • Quantity of gates resized following cts: 0
  • Post-CTS Hold Fix Bufs: 0
  • Late-Pin Clk Latency: about 0.4 ns
  • Clock transition at the register clock pins on the worst setup and hold paths after CTS: 0.05 ns
  • Root buffer cell: clkbuf_16
  • Clk sink count: around 130
  • Htree depth: 4
  • TritonCTS buffer count: 17
  • Post CTS Setup Buffer Count: 0
  • TritonCTS clock tree: yes
  • Max Root-Sink Buffers: 2

Place
  • Post-place setup slack: around 1.9 ns
  • Final RePlAce weighted congestion: ~0.83
  • Cell count after placement: 884
  • Detailed Place HPWL: around 11 mm
  • Buffers added on ports: roughly 140
-- power breakdown --
group | switching [uW] | internal, uW | total, uW
Clock | 310 | 528 | 838
Combinational | 122 | 147 | 269
Sequential | 13.6 | 898 | 912
Total | 446 | 1570 | 2020
-- kinds of logic after synthesis --
kind of cell    synth area share [%]
compound gates                 16.82
flops                          56.60
mux                            15.33
simple gates                   5.453
buf+inv                        5.803
-- critical path, stage by stage --
cell	delay, ns
buf_2	0.08
buf_4	0.43
nor2b_4	0.64
buf_4	0.35
a22o_1	0.19
clkdlybuf4s50_1	0.46
-- cell type report --
class,instances,share of cell area [%]
sequential,128,43.34
clock inverter,11,1.312
clock buffer,21,4.966
multi-input combinational,297,29.13
inverter,32,1.354
tap,280,3.950
timing repair buffer,147,15.94
-- through the flow --
step	cell area [um2]	hold WS, ns	power (uW)
floorplan	6792	0.7996	1060
global placement	8312	0.8281	1194
detailed placement	8312	0.8559	1198
CTS	8869	0.8680	2040
global route	8869	0.9172	2102
finish	8869	0.8532	2019
-- metal layers --
| metal | part of all wire [%] | track usage, % | vias to the layer above |
|---|---|---|---|
| met2 | 48 | 26.44 | 234 |
| met5 | 0 | 0 | - |
| met1 | 42 | 21.21 | 2335 |
| met3 | 9.3 | 8.056 | 8 |
| li1 | - | - | 2246 |
| met4 | 0.64 | 1.780 | 0 |
-- cells in the mapped netlist --
cell type	count	share of area, %
buf_8	2	0.44
inv_1	32	1.8
and3_1	1	0.092
nor2b_1	34	3.1
edfxtp_1	128	57
mux2i_1	32	4.7
nand2_1	3	0.17
and3b_1	1	0.13
mux2_2	64	11
nor2_1	33	1.8
clkbuf_1	16	0.88
a2111oi_2	4	0.88
a2111oi_0	28	3.6
nor3b_1	1	0.11
buf_6	1	0.17
a311oi_1	32	4.1
a22o_1	63	8.1
buf_2	17	1.3
buf_4	1	0.11
buf_12	4	1.2
o21ai_0	1	0.074
-- worst max-delay path by stage --
stage	cells after the start	slack, ns	endpoint	start
final	6	1.96	v1[15]	r1[1]
after global routing	6	1.75	v1[31]	r1[1]
after CTS	6	1.93	v1[31]	r1[1]
No activity file was given, so power comes from the tool's default toggle rates.
