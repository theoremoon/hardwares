==> flow/design.v <==
module controller (
    input clk,
    input [N-1:0] instr,
    output reg [3:0] r1,  
    output reg [3:0] r2,
    output reg [3:0] w1,  
    output reg [N-1:0] imm,
    output reg [3:0] alu_mode,
    output reg imm_flag,   
    output reg [N-1:0] mask,  
    output reg reg_write,  
    output reg mem_write,  
    output reg mem_read,  
    output reg pc_read,  
    output reg is_jump,  
    output reg is_branch,  
    output reg is_halted  
);
    localparam N = 32;  
    localparam M = 16;  
    reg halted_flag;
    initial begin
        is_halted = 0;
        halted_flag = 0;
    end
    always @(posedge clk) begin
        if (halted_flag == 0) begin
            casex (instr[31:29])
                3'b010, 3'b00x: begin
                    alu_mode = instr[30:27];
                    if (instr[26] == 0) begin
                        w1 = instr[25:22];   
                        r1 = instr[21:18];   
                        r2 = instr[17:14];   
                        imm = 0;
                        imm_flag = 0;
                    end
                    else begin
                        w1 = instr[25:22];   
                        r1 = instr[21:18];   
                        r2 = 4'b0;
                        imm = instr[17:0];   
                        imm_flag = 1;
                    end
                    mask = 32'hffffffff;
                    reg_write = 1;
                    mem_write = 0;
                    mem_read = 0;
                    pc_read = 0;
                    is_jump = 0;
                    is_branch = 0;
                    halted_flag = 0;
                end
                3'b011: begin
                    alu_mode = 4'b0001;  
                    w1 = instr[25:22];   
                    r1 = instr[21:18];   
                    r2 = instr[25:22];   
                    imm = instr[17:0];   
                    imm_flag = 1;
                    mask = {{16{instr[28]&instr[27]}}, {8{instr[28]}}, 8'b11111111};
                    pc_read = 0;
                    is_jump = 0;
                    is_branch = 0;
                    halted_flag = 0;
                    if (instr[26] == 0) begin
                        reg_write = 1;
                        mem_write = 0;
                        mem_read = 1;
                    end
                    else begin
                        reg_write = 0;
                        mem_write = 1;
                        mem_read = 0;
                    end
                end
                3'b100: begin
                    case (instr[31:26])
                        6'b100000: begin
                            alu_mode = 4'b1110;  
                            r1 = instr[25:22];  
                            r2 = instr[21:18];  
                            w1 = 0;
                            imm = instr[17:0];   
                            imm_flag = 0;
                            mask = 0;
                            reg_write = 0;
                            mem_write = 0;
                            mem_read = 0;
                            pc_read = 0;
                            is_jump = 0;
                            is_branch = 1;
                            end
                        6'b100001: begin
                            alu_mode = 4'b1111;  
                            r1 = instr[25:22];  
                            r2 = instr[21:18];  
                            w1 = 0;
                            imm = instr[17:0];   
                            imm_flag = 0;
                            mask = 0;
                            reg_write = 0;
                            mem_write = 0;
                            mem_read = 0;
                            pc_read = 0;
                            is_jump = 0;
                            is_branch = 1;
                        end
                        6'b100010: begin
                            alu_mode = 4'b0001;  
                            r1 = 0;  
                            r2 = 0;
                            w1 = 0;
                            imm = instr[25:14];
                            imm_flag = 1;
                            mask = 0;
                            reg_write = 0;
                            mem_write = 0;
                            mem_read = 0;
                            pc_read = 0;
                            is_jump = 1;
                            is_branch = 0;
                        end
                        6'b100011: begin
                            alu_mode = 4'b0001;  
                            r1 = 0;  
                            r2 = instr[25:22];   
                            w1 = 0;
                            imm = instr[25:14];
                            imm_flag = 1;
                            mask = 0;
                            reg_write = 0;
                            mem_write = 0;
                            mem_read = 0;
                            pc_read = 0;
                            is_jump = 1;
                            is_branch = 0;
                        end
                        6'b100100: begin
                            alu_mode = 4'b0001;  
                            r1 = 0;  
                            r2 = 0;
                            w1 = 4'b1111;  
                            imm = instr[25:14];
                            imm_flag = 1;
                            mask = 32'hffffffff;
                            reg_write = 1;
                            mem_write = 0;
                            mem_read = 0;
                            pc_read = 1;
                            is_jump = 1;
                            is_branch = 0;
                        end
                        6'b100101: begin
                            alu_mode = 4'b1101;  
                            w1 = instr[25:22];   
                            r1 = 0;
                            r2 = 0;
                            imm = 0;
                            imm_flag = 0;
                            mask = 32'hffffffff;
                            reg_write = 1;
                            mem_write = 0;
                            mem_read = 0;
                            pc_read = 0;
                            is_jump = 0;
                            is_branch = 0;
                        end
                        default: begin
                            halted_flag = 1;
                        end
                    endcase
                end
                default: begin
                    halted_flag = 1;
                end
            endcase
        end
        if (halted_flag) begin
            alu_mode = 1'b0;
            r1 = 0;
            r2 = 0;
            w1 = 2'b00;
            imm = 0;
            imm_flag = 0;
            mask = 0;
            reg_write = 0;
            mem_write = 0;
            mem_read = 0;
            pc_read = 0;
            is_jump = 0;
            is_branch = 0;
            is_halted = 1;
        end
    end
endmodule
==> flow/run.sh <==
#!/bin/bash
# OpenROAD 26Q1-2900-gdf79404cd8, Yosys 0.63+post, stock flow scripts
make -C /OpenROAD-flow-scripts/flow DESIGN_CONFIG=/design/flow/config.mk WORK_HOME=/design/flow/orfs finish
==> flow/config.mk <==
export PLATFORM = sky130hd
export DESIGN_NAME = controller
export DESIGN_NICKNAME = controller
export VERILOG_FILES = /design/flow/design.v
export SDC_FILE = /design/flow/constraint.sdc
export NUM_CORES = 4
export LEC_CHECK = 1
export CORE_AREA = 10 10 105 105
export DIE_AREA = 0 0 115 115
==> flow/constraint.sdc <==
current_design controller

set clk_period 3.8
set clk_io_pct 0.2

create_clock -name clk0 -period $clk_period [get_ports {clk}]

set non_clock_inputs [all_inputs -no_clocks]
set_input_delay [expr $clk_period * $clk_io_pct] -clock clk0 $non_clock_inputs
set_output_delay [expr $clk_period * $clk_io_pct] -clock clk0 [all_outputs]
==> node_exporter_impl.prom <==
# HELP chip_impl_metric Flow report values
# TYPE chip_impl_metric gauge
chip_impl_info{name="run_status",value="completed"} 1
chip_impl_metric{name="cts_buffers",unit=""} 5
chip_impl_metric{name="critPathMaxFanout",unit=""} 18
chip_impl_metric{name="min_delay_path_depth",unit=""} 1
chip_impl_info{name="crit_path_cell_trace",value="clkdlybuf4s50_1 -> or3b_1 -> nor3_4 -> a221o_1 -> a32o_2"} 1
chip_impl_metric{name="post-synth-top-area-fraction",unit="%"} 43.19
chip_impl_metric{name="routed_wire_length_per_instance",unit="um"} 16.31
chip_impl_metric{name="drt_iter0_drc",unit=""} 104
chip_impl_metric{name="fill_cells",unit=""} 892
chip_impl_metric{name="hold_viol",unit=""} 0
chip_impl_metric{name="timing.critical_path.buf_inv",unit=""} 1
chip_impl_metric{name="grt_use_total",unit="%"} 9.170
chip_impl_metric{name="count_of_flip_flops_with_a_built_in_enable_after_synthesis",unit=""} 1
chip_impl_metric{name="ioPinCount",unit=""} 121
chip_impl_metric{name="ys_cells",unit=""} 223
chip_impl_metric{name="via_count",unit=""} 1766
chip_impl_metric{name="grt_pass1_wl",unit="mm"} 9.908
chip_impl_info{name="crit_path_end_kind",value="flop"} 1
chip_impl_metric{name="mappedNetlistArea",unit="um^2"} 2086
chip_impl_metric{name="power_density_of_the_placed_cells",unit="nW/um^2"} 308.4
chip_impl_metric{name="worstPathRequired",unit="ns"} 4.05
chip_impl_metric{name="yosysSeqAreaShare",unit="%"} 44.63
chip_impl_metric{name="cts_setup_buffers",unit=""} 0
chip_impl_metric{name="post_synth_inst_count",unit=""} 223
chip_impl_metric{name="post_cts_resized",unit=""} 0
chip_impl_info{name="hold_path.class",value="reg2reg"} 1
chip_impl_metric{name="post_syn_area_per_cell",unit="um^2"} 9.353
chip_impl_metric{name="vdd_drop_max",unit="mV"} 0.1375
chip_impl_metric{name="clk_pin_slew_worst_paths",unit="ns"} 0.09
chip_impl_metric{name="grt_max_degree",unit=""} 22
chip_impl_metric{name="power.leakage",unit="nW"} 1.130
chip_impl_info{name="synth_top_cells_by_count",value="45 x sky130_fd_sc_hd__buf_4, 45 x sky130_fd_sc_hd__dfxtp_1, 19 x sky130_fd_sc_hd__nor2_1, 10 x sky130_fd_sc_hd__a21oi_1, 10 x sky130_fd_sc_hd__clkbuf_1"} 1
chip_impl_metric{name="final_core_util",unit="%"} 34.79
chip_impl_metric{name="area.growth.synth_to_final",unit="%"} 46.19
chip_impl_info{name="root_buffer",value="sky130_fd_sc_hd__clkbuf_8"} 1
chip_impl_metric{name="final_wl",unit="mm"} 6.555
chip_impl_metric{name="route.antenna.remaining_nets",unit=""} 0
chip_impl_metric{name="yosysWarningCount",unit=""} 1
chip_impl_metric{name="tool_warnings",unit=""} 25
chip_impl_metric{name="worst_slew_margin_rel",unit="%"} 54.23
chip_impl_metric{name="cp.arrival",unit="ns"} 3.26
chip_impl_info{name="tritoncts",value="built"} 1
chip_impl_metric{name="fraction_of_the_core_area_occupied_by_cells_at_floorplan",unit="%"} 23.80
chip_impl_info{name="cp_slowest_cell",value="sky130_fd_sc_hd__clkdlybuf4s50_1"} 1
chip_impl_metric{name="cts_hold_buffers",unit=""} 0
chip_impl_info{name="r2r_start",value="halted_flag$_DFF_P_"} 1
chip_impl_metric{name="max_freq",unit="GHz"} 0.3314
chip_impl_metric{name="final_min_period_over_clock_period",unit="%"} 79.40
chip_impl_metric{name="drive_gt1_share",unit="%"} 6.803
chip_impl_metric{name="setup-violations-final",unit=""} 0
chip_impl_metric{name="worst_path_largest_cell_delay",unit="ns"} 0.62
chip_impl_metric{name="total_number_of_cells_along_the_worst_setup_path",unit=""} 5
chip_impl_metric{name="drc",unit=""} 0
chip_impl_metric{name="ant_diodes",unit=""} 0
chip_impl_metric{name="design.core.area",unit="um^2"} 8763
chip_impl_metric{name="clock_tree_buf_depth",unit=""} 2
chip_impl_info{name="rsz0062_at_grt",value="no"} 1
chip_impl_metric{name="period_needed",unit="ns"} 3.017
chip_impl_metric{name="vias_in_the_first_global_route",unit=""} 1785
chip_impl_info{name="timing_worst_setup_path_type",value="in2reg"} 1
chip_impl_info{name="timing.critical_path.from",value="instr[30]"} 1
chip_impl_metric{name="post_drt_via_cell_ratio",unit=""} 4.393
chip_impl_metric{name="globalplace.congestion",unit=""} 0.8290
chip_impl_info{name="cpLargestDelayFamily",value="simple AND/OR/NAND/NOR gates"} 1
chip_impl_metric{name="r2r.worst_path.cells",unit=""} 4
chip_impl_metric{name="fp.dieArea",unit="um^2"} 13230
chip_impl_metric{name="synth_async_reset_ratio",unit="%"} 0
chip_impl_metric{name="ys_seq_elements",unit=""} 46
chip_impl_metric{name="grt_antenna_before_repair",unit=""} 0
chip_impl_metric{name="slew_violations",unit=""} 0
chip_impl_info{name="startpoint_of_the_lowest_slack_hold_path",value="halted_flag$_DFF_P_"} 1
chip_impl_metric{name="number_of_buffer_cells_added_on_primary_ports",unit=""} 106
chip_impl_metric{name="floorplan.die.width",unit="um"} 115
chip_impl_metric{name="clock_insertion_delay_worst_skew",unit="ns"} 0.30
chip_impl_info{name="start_kind",value="input pin"} 1
chip_impl_info{name="synth.area.top_cells",value="sky130_fd_sc_hd__dfxtp_1 43%, sky130_fd_sc_hd__buf_4 16%, sky130_fd_sc_hd__a32o_1 3.8%, sky130_fd_sc_hd__nor2_1 3.4%, sky130_fd_sc_hd__a22oi_1 3.2%"} 1
chip_impl_info{name="dominantRegCellSynth",value="sky130_fd_sc_hd__dfxtp_1"} 1
chip_impl_metric{name="grt-ovfl-total",unit=""} 0
chip_impl_metric{name="synth_cell_type_count",unit=""} 39
chip_impl_metric{name="fp.dieH",unit="um"} 115
chip_impl_info{name="yosysTopAreaCell",value="sky130_fd_sc_hd__dfxtp_1"} 1
chip_impl_metric{name="h-tree-depth",unit=""} 2
chip_impl_metric{name="skew_final",unit="ns"} 0.01132
chip_impl_metric{name="tightest_slew",unit="ns"} 0.6844
chip_impl_metric{name="cap_viol_max_count",unit=""} 0
chip_impl_metric{name="area_reported_by_yosys_stat",unit="um^2"} 2086
chip_impl_metric{name="row_count",unit=""} 34
chip_impl_metric{name="firstDrtPassIters",unit=""} 4
chip_impl_metric{name="cts.sink_count",unit=""} 46
chip_impl_metric{name="timing.setup.tns",unit="ns"} 0
chip_impl_metric{name="dpl.hpwl",unit="mm"} 5.133
[flip-flops by register name, summed over array words and instances (netlist names)]
name,flops
halted_flag,1
imm_flag,1
reg_write,1
is_jump,1
is_halted,1
mem_read,1
r1,4
mem_write,1
w1,4
alu_mode,4
r2,4
is_branch,1
imm,18
mask,3
pc_read,1
[report_power, final]
part | internal, mW | switching (mW) | leakage (nW)
Sequential | 0.484 | 0.000140 | 0.373
Combinational | 0.0469 | 0.0485 | 0.703
Clock | 0.196 | 0.165 | 0.0547
[through the flow]
stage               hold slack [ns]  cell area, um^2  setup slack, ns  cells  power, mW
floorplan                    0.5854             2135            1.524    236     0.5533
global placement             0.5642             2937           0.5859    394     0.5895
detailed placement           0.5593             2937           0.4796    394     0.5905
CTS                          0.5841             3049           0.7930    402     0.9525
global route                 0.6266             3049           0.6838    402     0.9818
finish                       0.5890             3049           0.7828    402     0.9404
[metal layers]
| layer | track usage (%) | vias up | part of all wire, % |
|---|---|---|---|
| met3 | 3.165 | 2 | 10 |
| met2 | 16.25 | 77 | 52 |
| met1 | 10.79 | 825 | 37 |
| met5 | 0 | - | 0 |
| met4 | 0.9901 | 0 | 0.81 |
| li1 | - | 862 | - |
[cells by family after synthesis]
kind of cell           after synthesis  share of synthesized area (%)
buffers and inverters               66                          21.24
AND-OR/OR-AND                       55                          19.92
AND/OR/NAND/NOR                     54                          13.86
flip-flops                          46                          44.63
other                                2                         0.3601
[worst paths after layout]
| path | end | slack, ns |
|---|---|---|
| worst min-delay path | mask[30]$_SDFFE_PP0P_ | 0.59 |
| worst min register to register | mask[30]$_SDFFE_PP0P_ | 0.59 |
| worst max-delay path | imm[0]$_SDFFE_PP0P_ | 0.78 |
| worst max register to register | imm[5]$_SDFFE_PP0P_ | 2.12 |
[worst reg2reg max path, stage by stage, from the launching register on]
cell and delay [ns]:
sky130_fd_sc_hd__dfxtp_1 0.43, sky130_fd_sc_hd__a21oi_2 0.17, sky130_fd_sc_hd__inv_1 0.24, sky130_fd_sc_hd__nor2_2 0.58
sky130_fd_sc_hd__a32o_1 0.21
[area by class of cell]
| type | instances | area [um^2] | share of cell area, % |
|---|---|---|---|
| clock buffer | 5 | 68.82 | 2.257 |
| clock inverter | 3 | 43.79 | 1.436 |
| inverter | 7 | 26.28 | 0.8617 |
| multi-input combinational | 124 | 760.7 | 24.95 |
| sequential | 46 | 930.9 | 30.53 |
| tap | 108 | 135.1 | 4.432 |
| timing repair buffer | 109 | 1084 | 35.54 |
[layout by cell type, fill, tap and decap left out, types with 5 or more instances in the layout]
cell and instances:
sky130_fd_sc_hd__a32o_1 8, sky130_fd_sc_hd__clkdlybuf4s50_1 106, sky130_fd_sc_hd__nand2_1 5, sky130_fd_sc_hd__a21oi_1 10
sky130_fd_sc_hd__nor3_1 6, sky130_fd_sc_hd__conb_1 15, sky130_fd_sc_hd__o21ai_0 9, sky130_fd_sc_hd__nor2_1 19
sky130_fd_sc_hd__clkbuf_8 5, sky130_fd_sc_hd__dfxtp_1 45, sky130_fd_sc_hd__a22oi_1 9, sky130_fd_sc_hd__inv_1 7
sky130_fd_sc_hd__and3_1 7
Power and IR drop assume default switching activity.
