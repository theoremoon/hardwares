`/design/flow/config.mk`:
```
export PLATFORM = sky130hd
export DESIGN_NAME = alu
export DESIGN_NICKNAME = alu
export VERILOG_FILES = /design/flow/design.v
export SDC_FILE = /design/flow/constraint.sdc
export NUM_CORES = 4
export LEC_CHECK = 1
export CORE_UTILIZATION = 30
```
`/design/flow/constraint.sdc`:
```
current_design alu

set clk_period 196.1
set clk_io_pct 0.2

create_clock -name clk0 -period $clk_period [get_ports {clk}]

set non_clock_inputs [all_inputs -no_clocks]
set_input_delay [expr $clk_period * $clk_io_pct] -clock clk0 $non_clock_inputs
set_output_delay [expr $clk_period * $clk_io_pct] -clock clk0 [all_outputs]
```
`/design/flow/design.v`:
```
module alu #(
    parameter N = 32  
)(
    input clk,
    input [N-1:0] x,
    input [N-1:0] y,
    input [3:0] mode,
    output reg [N-1:0] z
);
    reg [N-1:0] hi;  
    always @(posedge clk) begin
        case (mode)
            4'b0001: begin z <= x + y; end
            4'b0010: begin z <= x - y; end
            4'b0011: begin {hi, z} <= x * y; end
            4'b0100: begin z <= x / y; hi <= x % y; end
            4'b0101: begin z <= x & y; end
            4'b0110: begin z <= x | y; end
            4'b0111: begin z <= x ^ y; end
            4'b1000: begin z <= x ~| y; end       
            4'b1001: begin z <= x << y; end
            4'b1010: begin z <= x >> y; end
            4'b1011: begin z <= x < y; end
            4'b1101: begin z <= hi; end       
            4'b1110: begin z <= x == y; end
            4'b1111: begin z <= x != y; end
        endcase
    end
endmodule
```
`/design/flow/run.sh`:
```
#!/bin/bash
# OpenROAD 26Q1-2900-gdf79404cd8, Yosys 0.63+post, stock flow scripts
make -C /OpenROAD-flow-scripts/flow DESIGN_CONFIG=/design/flow/config.mk WORK_HOME=/design/flow/orfs finish
```
==> metrics.csv <==
metric,value,unit
total negative setup slack,0,ns
instance count of the mapped netlist,9705,
Overall Global Routing Usage,0.315,
number of max-capacitance violations reported,0,
reg-to-reg endpoint,z[16],
residual overflow from global routing,0,
flops out of synthesis,64,
number of global-route vias before repair,73300,
synthesized area,0.0726,mm²
utilization of the core after routing,0.326,
first-pass detailed-route iteration total,8,
cells in synth_stat.txt,9705,
"most common cell after layout, fill and taps aside",sky130_fd_sc_hd__nand2_1,
overall routed net length,374,mm
post-CTS clock slew at the launch and capture registers of the worst setup and hold paths,0.08,ns
sort of element at the end of the critical path,flip-flop,
Critical Path Start,y[19],
FF-to-FF path depth,9,
cell accounting for the most synthesized area,sky130_fd_sc_hd__fa_1,
number of hold buffers added after cts,0,
largest cells by area after synthesis,"sky130_fd_sc_hd__fa_1, sky130_fd_sc_hd__ha_1, sky130_fd_sc_hd__nand2_1, sky130_fd_sc_hd__inv_1, sky130_fd_sc_hd__nor2_1",
number of vias after detailed routing,74500,
# setup viols final,0,
routed wirelength normalized by instance count,29.1,µm
number of gates resized after CTS,0,
fillers,25900,
Worst-Skew Late Latency,0.41,ns
kind of launch point of the worst setup path,primary input,
count of library flops with an enable pin,64,
placement row count,180,
count of final max-slew check failures,0,
critical path's slowest cell,sky130_fd_sc_hd__a2111oi_0,
final setup skew,0.0216,ns
class of the tightest hold or removal check,reg2reg,
maximum fanout count along the critical path,38,
Chip Width,494,µm
number of failing hold endpoints at the final stage,0,
hpwl dp,297,mm
synthesized chip area reported by yosys,0.0726,mm²
total area of sequential cells,0.00192,mm²
detailed router's first-iteration violation count,6871,
die span in y,494,µm
I/O pins,101,
Reg2Reg Launch Point,hi[16],
wire length of the first global-routing pass,532,mm
clk buf depth,2,
area of the multi-input gates,0.0645,mm²
post-route DRC violation count,0,
most instantiated flip-flop cell in the synthesis netlist,sky130_fd_sc_hd__edfxtp_1,
Core Area,0.241,mm²
worst slew pin tran,1.22,ns
max_slew headroom,0.168,
total number of H-tree levels,3,
DIE AREA,0.244,mm²
Yosys cell types,98,
mean instance size in the synthesized netlist,7.48,µm²
area share of the largest cell type after synthesis,0.248,
buffers inserted during post-CTS setup optimization,0,
antenna violations before repair,44,
most frequent cells in the layout,"sky130_fd_sc_hd__nand2_1, sky130_fd_sc_hd__inv_1, sky130_fd_sc_hd__nor2_1, sky130_fd_sc_hd__fa_1, sky130_fd_sc_hd__ha_1",
CP endpoint,hi[17],
Placer Congestion,1.13,
Root Driver,sky130_fd_sc_hd__clkbuf_16,
proportion of synthesized flip-flops having asynchronous set or reset,0,
post-route clock period utilization,0.650,
Avg Vias per Cell,5.80,
clk sink count,64,
total of warnings raised by yosys,1,
portion of the post-synthesis area used by sequential elements,0.0265,
tool warnings,93,
input/output buffers,100,
number of buffers created by CTS,9,
CP peak stage delay,0.92,ns
r2r setup slk,192.57,ns
"Area growth, synth to finish",7.89,%
required time worst endpoint,196.25,ns
largest net degree at the start of global routing,62,
fraction of layout instances using a drive strength above 1,0.0650,
share of the core filled by cells before placement,0.302,
crit path kind,in2reg,
highest clock rate,7.84,MHz
final critical-path required period,127.48,ns
run status,"finished, final reports clean",
most numerous cell on the critical path,sky130_fd_sc_hd__ha_1,
setup repair after global routing missed its margin,false,
number of nets still failing antenna checks after routing,0,
arrival time at the worst endpoint,127.63,ns
CTS tree,built,
==> kinds of logic after synthesis <==
group,after synthesis,synth area share
compound gates,2373,0.216
xor+xnor,427,0.0515
fa+ha+maj,1789,0.401
flops,64,0.0265
mux,146,0.0222
simple gates,3220,0.195
buf+inv,1686,0.0873
==> worst max-delay path: cells and delay by family <==
family | cells | cell delay (ns)
fa+ha+maj | 31 | 10.67
buf+inv | 22 | 5.86
compound gates | 145 | 46.83
mux | 8 | 2.99
simple gates | 77 | 21.75
==> Yosys cell counts (42+ instances only) <==
| library cell | n |
|---|---|
| sky130_fd_sc_hd__xor2_1 | 167 |
| sky130_fd_sc_hd__and2_1 | 42 |
| sky130_fd_sc_hd__nand4_1 | 61 |
| sky130_fd_sc_hd__edfxtp_1 | 64 |
| sky130_fd_sc_hd__nand3_1 | 164 |
| sky130_fd_sc_hd__o21bai_1 | 52 |
| sky130_fd_sc_hd__o31ai_1 | 49 |
| sky130_fd_sc_hd__nand2b_1 | 71 |
| sky130_fd_sc_hd__o21a_1 | 166 |
| sky130_fd_sc_hd__o211ai_1 | 98 |
| sky130_fd_sc_hd__mux2i_1 | 75 |
| sky130_fd_sc_hd__o21ai_0 | 444 |
| sky130_fd_sc_hd__nand2_1 | 1369 |
| sky130_fd_sc_hd__buf_1 | 102 |
| sky130_fd_sc_hd__nor4_1 | 55 |
| sky130_fd_sc_hd__a21o_1 | 187 |
| sky130_fd_sc_hd__and3_1 | 50 |
| sky130_fd_sc_hd__or2_2 | 53 |
| sky130_fd_sc_hd__xnor2_1 | 260 |
| sky130_fd_sc_hd__fa_1 | 899 |
| sky130_fd_sc_hd__nor2_1 | 921 |
| sky130_fd_sc_hd__nor2b_1 | 69 |
| sky130_fd_sc_hd__a21oi_1 | 627 |
| sky130_fd_sc_hd__clkbuf_1 | 378 |
| sky130_fd_sc_hd__inv_1 | 1178 |
| sky130_fd_sc_hd__mux2_2 | 65 |
| sky130_fd_sc_hd__a31oi_1 | 109 |
| sky130_fd_sc_hd__a211oi_1 | 103 |
| sky130_fd_sc_hd__nor3_1 | 202 |
| sky130_fd_sc_hd__ha_1 | 890 |
| sky130_fd_sc_hd__or3_1 | 79 |
==> layout make-up <==
cell class | count | area share
clock inverter | 7 | 0.000607
timing repair buffer | 407 | 0.0388
tap | 3185 | 0.0509
multi-input combinational | 7955 | 0.824
clock buffer | 9 | 0.00288
antenna | 22 | 0.000703
sequential | 64 | 0.0245
inverter | 1198 | 0.0575
==> metrics by stage <==
step	area, µm²	std cells	hold WS, ns	worst slack (ns)
finish	78300	12800	1.05	68.62
global route	78300	12800	1.04	64.66
CTS	78300	12800	1.03	71.30
detailed placement	78000	12800	1.04	71.20
global placement	78000	12800	1.03	71.83
floorplan	72600	9705	0.621	82.41
==> how the worst min path moves through the flow <==
stage	start	to	slack (ns)	depth (start not counted)
after CTS	hi[23]	z[23]	1.03	4
after global routing	hi[23]	z[23]	1.04	4
final	hi[23]	z[23]	1.05	4
==> routing by layer <==
layer	GRT usage	up-vias	wire length, µm
li1	-	33100	-
met5	0.00528	-	403
met4	0.216	35	32100
met2	0.446	4254	154000
met1	0.392	36100	139000
met3	0.128	1052	47800
==> state kept, by name (all words and copies together) (netlist names) <==
name  flops
z        32
hi       32
